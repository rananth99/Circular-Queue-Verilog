==> design/flow/design.v <==
module bin_counter(input wire clk, reset, in, output wire[3:0] out);
    wire[3:0] t0,t1;
    dfrl d0(clk,reset,in,t0[0],out[0]);
    dfrl d1(clk,reset,in,t0[1],out[1]);
    dfrl d2(clk,reset,in,t0[2],out[2]);
    dfrl d3(clk,reset,in,t0[3],out[3]);
    ha h0(out[0],in,t0[0],t1[0]);
    ha h1(out[1],t1[0],t0[1],t1[1]);
    ha h2(out[2],t1[1],t0[2],t1[2]);
    ha h3(out[3],t1[2],t0[3],t1[3]);
endmodule
module reg_file_slice (input wire clk, reset, wr, rd, input wire [3:0] rd_addr, wr_addr, input wire d_in, output wire d_out);
	wire [0:15] t1,t2;
	wire t3;
	demux16 dm1(wr, wr_addr[3], wr_addr[2], wr_addr[1], wr_addr[0], t1);
	dfrl d0 (clk,reset,t1[0] ,d_in,t2[0]);
	dfrl d1 (clk,reset,t1[1] ,d_in,t2[1]);
	dfrl d2 (clk,reset,t1[2] ,d_in,t2[2]);
	dfrl d3 (clk,reset,t1[3] ,d_in,t2[3]);
	dfrl d4 (clk,reset,t1[4] ,d_in,t2[4]);
	dfrl d5 (clk,reset,t1[5] ,d_in,t2[5]);
	dfrl d6 (clk,reset,t1[6] ,d_in,t2[6]);
	dfrl d7 (clk,reset,t1[7] ,d_in,t2[7]);
	dfrl d8 (clk,reset,t1[8] ,d_in,t2[8]);
	dfrl d9 (clk,reset,t1[9] ,d_in,t2[9]);
	dfrl d10(clk,reset,t1[10],d_in,t2[10]);
	dfrl d11(clk,reset,t1[11],d_in,t2[11]);
	dfrl d12(clk,reset,t1[12],d_in,t2[12]);
	dfrl d13(clk,reset,t1[13],d_in,t2[13]);
	dfrl d14(clk,reset,t1[14],d_in,t2[14]);
    dfrl d15(clk,reset,t1[15],d_in,t2[15]);
	mux16 m1(t2, rd_addr[3], rd_addr[2], rd_addr[1], rd_addr[0], t3);
	and2 a1(t3, rd, d_out);
endmodule
module full_empty(input wire[3:0] front,rear, output wire full, empty);
	wire [3:0] t,out;
	wire t1,t2;
	addsub as1(1, front[0], rear[0], 1, out[0], t[0]);
	addsub as2(1, front[1], rear[1], t[0], out[1], t[1]);
	addsub as3(1, front[2], rear[2], t[1], out[2], t[2]);
	addsub as4(1, front[3], rear[3], t[2], out[3], t[3]);
	invert i1(t[3],t1);
	and5 a1(out[0],out[1],out[2],out[3],t1,full);
	or5 o1(out[0],out[1],out[2],out[3],t1,t2);
	invert i2(t2,empty);
endmodule
module memory(input wire clk, reset, wr, rd, input wire[3:0] wr_addr, rd_addr, input wire[15:0] d_in, output wire[15:0] d_out);
	reg_file_slice r0 (clk,reset,wr,rd,rd_addr,wr_addr,d_in[0], d_out[0]);
	reg_file_slice r1 (clk,reset,wr,rd,rd_addr,wr_addr,d_in[1], d_out[1]);
	reg_file_slice r2 (clk,reset,wr,rd,rd_addr,wr_addr,d_in[2], d_out[2]);
	reg_file_slice r3 (clk,reset,wr,rd,rd_addr,wr_addr,d_in[3], d_out[3]);
	reg_file_slice r4 (clk,reset,wr,rd,rd_addr,wr_addr,d_in[4], d_out[4]);
	reg_file_slice r5 (clk,reset,wr,rd,rd_addr,wr_addr,d_in[5], d_out[5]);
	reg_file_slice r6 (clk,reset,wr,rd,rd_addr,wr_addr,d_in[6], d_out[6]);
	reg_file_slice r7 (clk,reset,wr,rd,rd_addr,wr_addr,d_in[7], d_out[7]);
	reg_file_slice r8 (clk,reset,wr,rd,rd_addr,wr_addr,d_in[8], d_out[8]);
	reg_file_slice r9 (clk,reset,wr,rd,rd_addr,wr_addr,d_in[9], d_out[9]);
	reg_file_slice r10(clk,reset,wr,rd,rd_addr,wr_addr,d_in[10],d_out[10]);
	reg_file_slice r11(clk,reset,wr,rd,rd_addr,wr_addr,d_in[11],d_out[11]);
	reg_file_slice r12(clk,reset,wr,rd,rd_addr,wr_addr,d_in[12],d_out[12]);
	reg_file_slice r13(clk,reset,wr,rd,rd_addr,wr_addr,d_in[13],d_out[13]);
	reg_file_slice r14(clk,reset,wr,rd,rd_addr,wr_addr,d_in[14],d_out[14]);
	reg_file_slice r15(clk,reset,wr,rd,rd_addr,wr_addr,d_in[15],d_out[15]);
endmodule
module fifo(input wire clk,reset,wr,rd, input wire[15:0] d_in, output wire full,empty, output wire[15:0] d_out);
	wire[3:0] front,rear;
	wire[15:0] t;
	wire front_inc,rear_inc,full_,empty_;
	full_empty f0(front,rear,full,empty);
	invert i0(full,full_);
	invert i1(empty,empty_);
	and2 a1(wr,full_,front_inc);
	bin_counter bc0(clk,reset,front_inc,front);
	and2 a2(rd,empty_,rear_inc);
	bin_counter bc1(clk,reset,rear_inc,rear);
	memory m0(clk, reset, front_inc, rear_inc, front, rear, d_in, t);
	dfr16 d0(clk, reset, t, d_out);
endmodule
module invert (input wire i, output wire o);
   assign o = !i;
endmodule
module and2 (input wire i0, i1, output wire o);
  assign o = i0 & i1;
endmodule
module or2 (input wire i0, i1, output wire o);
  assign o = i0 | i1;
endmodule
module xor2 (input wire i0, i1, output wire o);
  assign o = i0 ^ i1;
endmodule
module and3 (input wire i0, i1, i2, output wire o);
   wire t;
   and2 and2_0 (i0, i1, t);
   and2 and2_1 (i2, t, o);
endmodule
module or3 (input wire i0, i1, i2, output wire o);
   wire t;
   or2 or2_0 (i0, i1, t);
   or2 or2_1 (i2, t, o);
endmodule
module xor3 (input wire i0, i1, i2, output wire o);
   wire t;
   xor2 xor2_0 (i0, i1, t);
   xor2 xor2_1 (i2, t, o);
endmodule
module and5(input wire i0, i1, i2, i3, i4, output wire o);
  wire t1;
  and3 a1(i0,i1,i2,t1);
  and3 a2(i3,i4,t1,o);
endmodule
module or5(input wire i0, i1, i2, i3, i4, output wire o);
  wire t1;
  or3 o1(i0,i1,i2,t1);
  or3 o2(i3,i4,t1,o);
endmodule
module mux2 (input wire i0, i1, j, output wire o);
  assign o = (j==0)?i0:i1;
endmodule
module mux4 (input wire [0:3] i, input wire j1, j0, output wire o);
  wire  t0, t1;
  mux2 mux2_0 (i[0], i[1], j0, t0);
  mux2 mux2_1 (i[2], i[3], j0, t1);
  mux2 mux2_2 (t0, t1, j1, o);
endmodule
module mux8 (input wire [0:7] i, input wire j2, j1, j0, output wire o);
  wire  t0, t1;
  mux4 mux4_0 (i[0:3], j1, j0, t0);
  mux4 mux4_1 (i[4:7], j1, j0, t1);
  mux2 mux2_0 (t0, t1, j2, o);
endmodule
module mux16 (input wire [0:15] i, input wire j3, j2, j1, j0, output wire o);
  wire  t0, t1;
  mux8 mux8_0 (i[0:7], j2, j1, j0, t0);
  mux8 mux8_1 (i[8:15], j2, j1, j0, t1);
  mux2 mux2_0 (t0, t1, j3, o);
endmodule
module demux2 (input wire i, j, output wire o0, o1);
  assign o0 = (j==0)?i:1'b0;
  assign o1 = (j==1)?i:1'b0;
endmodule
module demux4 (input wire i, input wire j1, j0, output wire [0:3] o);
  wire  t0, t1;
  demux2 demux2_0 (i, j1, t0, t1);
  demux2 demux2_1 (t0, j0, o[0], o[1]);
  demux2 demux2_2 (t1, j0, o[2], o[3]);
endmodule
module demux8 (input wire i, j2, j1, j0, output wire [0:7] o);
  wire  t0, t1;
  demux2 demux2_0 (i, j2, t0, t1);
  demux4 demux4_0 (t0, j1, j0, o[0:3]);
  demux4 demux4_1 (t1, j1, j0, o[4:7]);
endmodule
module demux16 (input wire i, j3, j2, j1, j0, output wire [0:15] o);
  wire  t0, t1;
  demux2 demux2_0 (i, j3, t0, t1);
  demux8 demux4_0 (t0, j2, j1, j0, o[0:7]);
  demux8 demux4_1 (t1, j2, j1, j0, o[8:15]);
endmodule
module df (input wire clk, in, output wire out);
  reg df_out;
  always@(posedge clk) df_out <= in;
  assign out = df_out;
endmodule
module dfr (input wire clk, reset, in, output wire out);
  wire reset_, df_in;
  invert invert_0 (reset, reset_);
  and2 and2_0 (in, reset_, df_in);
  df df_0 (clk, df_in, out);
endmodule
module dfr16 (input wire clk,reset, input wire [15:0] in, output wire [15:0] out);
  dfr d0(clk,reset, in[0], out[0]);
  dfr d1(clk,reset, in[1], out[1]);
  dfr d2(clk,reset, in[2], out[2]);
  dfr d3(clk,reset, in[3], out[3]);
  dfr d4(clk,reset, in[4], out[4]);
  dfr d5(clk,reset, in[5], out[5]);
  dfr d6(clk,reset, in[6], out[6]);
  dfr d7(clk,reset, in[7], out[7]);
  dfr d8(clk,reset, in[8], out[8]);
  dfr d9(clk,reset, in[9], out[9]);
  dfr d10(clk,reset, in[10], out[10]);
  dfr d11(clk,reset, in[11], out[11]);
  dfr d12(clk,reset, in[12], out[12]);
  dfr d13(clk,reset, in[13], out[13]);
  dfr d14(clk,reset, in[14], out[14]);
  dfr d15(clk,reset, in[15], out[15]);
endmodule
module dfrl (input wire clk, reset, load, in, output wire out);
  wire _in;
  mux2 mux2_0(out, in, load, _in);
  dfr dfr_1(clk, reset, _in, out);
endmodule
module ha(input wire i0, i1, output wire sum, cout);
  xor2 _i0(i0, i1, sum);
  and2 _i1(i0, i1, cout);
endmodule
module fa (input wire i0, i1, cin, output wire sum, cout);
   wire t0, t1, t2;
   xor3 _i0 (i0, i1, cin, sum);
   and2 _i1 (i0, i1, t0);
   and2 _i2 (i1, cin, t1);
   and2 _i3 (cin, i0, t2);
   or3 _i4 (t0, t1, t2, cout);
endmodule
module addsub (input wire addsub, i0, i1, cin, output wire sumdiff, cout);
  wire t;
  fa _i0 (i0, t, cin, sumdiff, cout);
  xor2 _i1 (i1, addsub, t);
endmodule
==> design/flow/run.sh <==
#!/bin/bash
# OpenROAD 26Q1-2900-gdf79404cd8, Yosys 0.63+post, stock flow scripts
make -C /OpenROAD-flow-scripts/flow DESIGN_CONFIG=/design/flow/config.mk WORK_HOME=/design/flow/orfs finish
==> design/flow/config.mk <==
export PLATFORM = sky130hd
export DESIGN_NAME = fifo
export DESIGN_NICKNAME = fifo
export VERILOG_FILES = /design/flow/design.v
export SDC_FILE = /design/flow/constraint.sdc
export NUM_CORES = 4
export LEC_CHECK = 1
export CORE_UTILIZATION = 50
==> design/flow/constraint.sdc <==
current_design fifo

set clk_period 20.9
set clk_io_pct 0.2

create_clock -name clk0 -period $clk_period [get_ports {clk}]

set non_clock_inputs [all_inputs -no_clocks]
set_input_delay [expr $clk_period * $clk_io_pct] -clock clk0 $non_clock_inputs
set_output_delay [expr $clk_period * $clk_io_pct] -clock clk0 [all_outputs]
==> impl_metrics.toml <==
# implementation run metrics
[sta]
rsz0062_at_grt = "false"
worst_pin_slew_ps = 802
fin_tns_setup_ps = 0
whs_ps = 487
finalClockPeriodUsage = 0.379
relSlewSlack = 0.466
fin_skew_ps = 10.2
fin_crit_ps = 7930
finalHoldViolCount = 0
slew_violations = 0
finalSetupViolations = 0
fmax_mhz = 126

[critical_path]
reg2regPathDepth = 12
path_delay_family = "adder cells"
required_ps = 16720
cp.arrival_ps = 3750
crit_slowest_cell = "dfxtp_4"
cp-end-kind = "output port"
reg2reg_from = "bc1.d0.dfr_1.df_0.df_out"
crit_chain = "ha_1 > inv_1 > fa_1 > fa_1 > inv_1 > fa_1 > buf_4 > nand2_1 > nor4_1 > clkdlybuf4s50_1"
crit_path_frequent_cell = "fa_1"
reg2reg_to = "d0.d2.df_0.df_out"
start_kind = "flip-flop"
path_buffers = 4
path_class = "flip-flop to output port"
cp_max_fo = 28
r2r_setup_slack_ps = 16840
max_stage_delay_ps = 720

[power]
power_w = 0.00123
p_leak_nw = 6.93
ir_drop_mv = 0.0707
powerDensity_nw_per_um2 = 89.6

[route]
routed-wl-met3_um = 1160
drt_first_pass_iters = 6
antenna_left = 0
antenna_cells = 0
drt_iter0_drc = 374
drc = 0
vias_per_cell = 5.45
wl_met1_um = 12800
wl_per_cell_um = 19.5
dr.max_layer_used = "met4"
vias = 7702
wl_um = 27600
dr_wl_met2_um = 13100

[min_path]
worstHoldStart = "m0.r11.d13.dfr_1.df_0.df_out"
hp-class = "flip-flop to flip-flop"
whs_endpoint = "m0.r11.d13.dfr_1.df_0.df_out"
hold_depth = 2

[die]
num_rows = 57
dieHeight_um = 159
pin_count = 38
dieArea_um2 = 25300
core_area_um2 = 24200
fp_util = 0.509
die_width_um = 159

[clock_network]
cts-root-buf = "clkbuf_16"
clkLatencyLatePin_ps = 550
cts_buffers = 31
cts_resized = 0
htree_levels = 1
cts_post_setup_buffers_inserted = 0
cts_tree = "built"
clk_path_buf_depth = 3
clock-sinks = 280
cts.clk_slew.worst_paths_ps = 60
hold_buffers = 0

[yosys]
synthesis.area_um2 = 12400
yosys_warnings = 6
edf_count = 0
yosysMostFrequentCell = "mux2i_1"
yosys_area_um2 = 12400
syn_inst = 1073
yosys-top-cells-count = "mux2i_1, dfxtp_1, nor2_1, mux4_2, clkbuf_1"
yosys_most_used_dff = "dfxtp_1"
synth_top_cell_by_area = "dfxtp_1"
ys_types = 30
topCellsByArea = "dfxtp_1, mux2i_1, mux4_2"
avgSynthCellArea_um2 = 11.5
netlist.area_leader.share = 0.454
synth_seq_share = 0.454
ys_cells = 1073
async_flop_share = 0
ys_ff = 280

[cells_and_area]
drive_above_1_share = 0.155
syn2layout_area_growth_pct = 11.0
fin_util = 0.565

[global_routing]
grtUsageTotal = 0.235
grt_pass1_wl_um = 44100
antenna_found_initial = 0
grt_max_degree = 92
grt.overflow.total = 0
grt_pass1_vias = 7736

[placed_design]
portBuffers = 37
dp_hpwl_um = 15400
place_congestion = 0.776

[status]
outcome = "completed"

[job]
cap_violations = 0
warnings = 25
power breakdown:
group	internal, W	switching, W
Clock	0.000326	0.000217
Combinational	0.0000561	0.0000678
Sequential	0.000542	0.0000194
Total	0.000924	0.000304
layer usage:
metal  global-route usage  up-vias
met4               0.0345        0
met1                0.366     3785
met5                    0        -
met3               0.0407       33
li1                     -     3764
met2                0.373      120
tightest hold or removal path, stage by stage, from the launching register on:
cell and delay (ps):
dfxtp_1 320, mux2i_1 70, nor2_1 70
worst max-delay path by stage:
stage                                    start    end  slack [ps]  cells after the start
after CTS             bc1.d0.dfr_1.df_0.df_out  empty       12930                     10
final                 bc1.d0.dfr_1.df_0.df_out  empty       12970                     10
after global routing  bc1.d0.dfr_1.df_0.df_out  empty       12690                     10
layout by cell type (no fill, tap or decap), drive strengths merged:
master	instances
clkdlybuf4s50	36
nand2	4
nand4b	1
o21ai	1
xnor2	1
and4	1
nor2	263
nor2b	3
bufinv	3
clkinv	7
fa	3
mux2	1
inv	11
ha	7
o211ai	17
dfxtp	280
mux4	64
clkinvlp	2
and4b	3
nor4	1
clkbuf	41
and4bb	3
nor4b	1
o22ai	16
o41a	1
mux2i	292
buf	27
logic make-up (layout without fill, tap and decap cells):
family	Yosys count	in the layout	share of synthesized area
muxes	357	357	0.354
adders and majority gates	10	10	0.0120
buffers and inverters	110	127	0.0560
DFF	280	280	0.454
and+or+nand+nor	280	280	0.0920
AOI/OAI and AO/OA	35	35	0.0312
xor gates and xnor gates	1	1	0.000709
metrics by stage:
stage               worst slack [ps]  cells  cell area (um^2)
finish                         12970   1414             13700
global route                   12690   1414             13700
CTS                            12930   1414             13700
detailed placement             13510   1359             12700
global placement               13500   1359             12700
floorplan                      13930   1073             12400
cell type report:
cell class,count,area (um^2)
Tap cell,324,405
Fill cell,2031,10500
Sequential cell,280,5610
Clock buffer,40,860
Clock inverter,15,164
Multi-Input combinational cell,683,6050
Timing Repair Buffer,64,577
Inverter,8,30.0
Power is estimated from default activity; no workload was simulated.
